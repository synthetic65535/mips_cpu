==> design.v <==
module instruction_memory (
  input [31:0] sel,
  output reg [31:0] out,
  input clock
  );
  parameter OP_R =     6'b000000;
parameter OP_ADDI =  6'b001000;
parameter OP_ADDIU = 6'b001001;
parameter OP_ANDI =  6'b001100;
parameter OP_ORI =   6'b001101;
parameter OP_SLTI =  6'b001010;
parameter OP_SLTIU = 6'b001011;
parameter OP_BEQ =   6'b000100;
parameter OP_BNE =   6'b000101;
parameter OP_J =     6'b000010;
parameter OP_LW =    6'b100011;
parameter OP_SW =    6'b101011;
parameter OPR_ADD = 6'b100000;
parameter OPR_SUB = 6'b100010;
parameter OPR_SLL = 6'b000000;
parameter OPR_SRL = 6'b000010;
parameter OPR_SRA = 6'b000011;
parameter OPR_SLT = 6'b101010;
parameter OPR_AND = 6'b100100;
parameter OPR_XOR = 6'b100110;
parameter OPR_NOR = 6'b100111;
parameter OPR_OR = 6'b100101;
parameter ALU_ADD = 8'd00;
parameter ALU_SUB = 8'd01;
parameter ALU_SHL = 8'd02;
parameter ALU_SHR = 8'd03;
parameter ALU_SRA = 8'd04;
parameter ALU_SLT = 8'd05;
parameter ALU_AND = 8'd06;
parameter ALU_XOR = 8'd07;
parameter ALU_NOR = 8'd08;
parameter ALU_OR = 8'd09;
parameter R00 = 5'd00;
parameter R01 = 5'd01;
parameter R02 = 5'd02;
parameter R03 = 5'd03;
parameter R04 = 5'd04;
parameter R05 = 5'd05;
parameter R06 = 5'd06;
parameter R07 = 5'd07;
parameter R08 = 5'd08;
parameter R09 = 5'd09;
parameter R10 = 5'd10;
parameter R11 = 5'd11;
parameter R12 = 5'd12;
parameter R13 = 5'd13;
parameter R14 = 5'd14;
parameter R15 = 5'd15;
parameter R16 = 5'd16;
parameter R17 = 5'd17;
parameter R18 = 5'd18;
parameter R19 = 5'd19;
parameter R20 = 5'd20;
parameter R21 = 5'd21;
parameter R22 = 5'd22;
parameter R23 = 5'd23;
parameter R24 = 5'd24;
parameter R25 = 5'd25;
parameter R26 = 5'd26;
parameter R27 = 5'd27;
parameter R28 = 5'd28;
parameter R29 = 5'd29;
parameter R30 = 5'd30;
parameter R31 = 5'd31;
parameter SHAMT0 = 5'd0;
  wire [31:0] addr = (sel >> 2);
  always @(posedge clock)
  begin
    case (addr)
      32'd000 : out <= {OP_ADDIU, R01, R01, 16'd1};             
      32'd001 : out <= {OP_ADDIU, R02, R02, 16'd1};             
      32'd002 : out <= {OP_SW, R00, R01, 16'd0};                
      32'd003 : out <= {OP_ADDIU, R00, R00, 16'd1};             
      32'd004 : out <= {OP_SW, R00, R02, 16'd0};                
      32'd005 : out <= {OP_R, R01, R02, R03, SHAMT0, OPR_ADD};  
      32'd006 : out <= {OP_ADDIU, R02, R01, 16'd0};             
      32'd007 : out <= {OP_ADDIU, R03, R02, 16'd0};             
      32'd008 : out <= {OP_J, 26'd3};                           
      default: out <= 0;
    endcase
  end
endmodule
==> run.sh <==
#!/bin/bash
# OpenROAD 26Q1-2900-gdf79404cd8, Yosys 0.63+post, stock flow scripts
make -C /OpenROAD-flow-scripts/flow DESIGN_CONFIG=/design/flow/config.mk WORK_HOME=/design/flow/orfs finish
==> config.mk <==
export PLATFORM = sky130hd
export DESIGN_NAME = instruction_memory
export DESIGN_NICKNAME = instruction_memory
export VERILOG_FILES = /design/flow/design.v
export SDC_FILE = /design/flow/constraint.sdc
export NUM_CORES = 4
export LEC_CHECK = 1
export CORE_AREA = 10 10 70 70
export DIE_AREA = 0 0 80 80
==> constraint.sdc <==
current_design instruction_memory

set clk_period 1.9
set clk_io_pct 0.2

create_clock -name clk0 -period $clk_period [get_ports {clock}]

set non_clock_inputs [all_inputs -no_clocks]
set_input_delay [expr $clk_period * $clk_io_pct] -clock clk0 $non_clock_inputs
set_output_delay [expr $clk_period * $clk_io_pct] -clock clk0 [all_outputs]
==> flow_summary.yaml <==
# generated from flow reports
final_timing:
  hold_viol: 0
  fin_setup_tns_ns: 0
  fin_crit_ns: 1.51
  final_max_slew_viol_count: 0
  fmax_mhz: 663
  fin_crit_sh_pct: 79.4
  hold-worst-slack_ns: 0.785
  setup_violations: 0
  rsz0062_at_grt: "false"
placed_design:
  hpwl_um: 1690
  place_congestion: 0.693
  io_buffers: 43
  dpl_cell_area_mm2: 0.00113
critical_path:
  cp.depth: 4
  path_buffers: 1
  cp-end-kind: "register"
  arrival_ns: 1.67
  worstPathMaxFanout: 10
  worstPathRequired_ns: 2.06
  path_class: "primary input to register"
  cp_slowest_cell: "clkdlybuf4s50_1"
  cp-start-kind: "primary input"
  crit_family: "simple AND/OR/NAND/NOR gates"
  slowest_delay_ns: 0.44
  crit_path_cell_trace: "clkdlybuf4s50_1 -> nor4_4 -> nand4_4 -> nor4b_2"
route:
  drc: 0
  first_iter_violations: 3
  wl_per_cell_um: 11.1
  drtAntennaViolNets: 0
  diodes: 0
  wirelength_um: 1740
  vias: 567
  viasPerCell: 3.63
  drtPass1Iterations: 2
clocking:
  numCtsBuffers: 3
  path_clk_slew_ns: 0.05
  cts_tree: "yes"
  cts_resized: 0
  clockBufferDepth: 2
  clkSinkCount: 10
  cts_setup_buffers: 0
  cts-hold-fix-buffers: 0
  h-tree-depth: 1
  cts_root_buf: "clkbuf_4"
floorplan:
  pin_count: 65
  die_w_um: 80
  num_rows: 21
  core_area_mm2: 0.00342
  die_height_um: 80
  fp_util_pct: 21.8
  dieArea_mm2: 0.00640
logic_synthesis:
  ys_cells: 69
  ys_warn_count: 1
  yosysSeqAreaShare_pct: 26.9
  yosys-stat-area_um2: 743
  synth_flop_count: 10
  syn_inst: 69
  avgSynthCellArea_um2: 10.8
  synthDistinctLibCells: 23
  synthesis.area_um2: 743
power:
  peakVddDrop_mv: 0.116
  p_leak_nw: 0.416
  powerDensity_mw_per_mm2: 390
  design_power_total_mw: 0.451
global_route:
  gr-total-overflow: 0
  grt_pass1_wl_um: 2680
  grt_pass1_vias: 596
  antenna_found_initial: 0
  grt_max_degree: 11
  track_usage_pct: 5.02
finish:
  layout_top_cell: "clkdlybuf4s50_1"
  reg.largest.list: "out: 10 flops"
  mostFrequentLayoutCells: "clkdlybuf4s50_1, conb_1, dfxtp_1"
  final_area_mm2: 0.00116
  area_growth_pct: 55.6
  largest_reg_flops: 10
  regMostFlops: "out"
  fillers: 346
  drive_gt1_share_pct: 17.3
flow_run:
  max_cap_viol_count: 0
  openroad.warnings: 27
status:
  outcome: "completed"
hold_path:
  hold-path-cell-count: 3
  hold_path_class: "primary input to register"
[routing by layer]
layer,GRT usage (%),part of all wire (%),vias to the layer above
met3,3.30,18,0
li1,-,-,289
met2,8.11,46,38
met1,5.51,36,240
met5,0,0,-
met4,0.704,0,0
[per-stage QoR]
stage                     setup slack, ns  std cells  util (%)
final                               0.392        156      33.8
after global routing                0.287        156      33.8
after CTS                           0.367        156      33.8
after detailed placement           0.0949        153      33.2
after global placement              0.125        153      33.2
after floorplan                     0.675         87         -
[final cells by class]
class                   count  area (µm²)  share of cell area [%]
repair buffers             45         445                    38.5
multi-input cells          52         430                    37.2
flip-flops and latches     10         200                    17.3
well taps                  46        57.6                    4.98
clock buffers               3        22.5                    1.95
[synthesized netlist by cell type]
library cell | count | area [µm²]
buf_4 | 22 | 165
dfxtp_1 | 10 | 200
nor4_4 | 6 | 128
nor4_2 | 4 | 50.1
a211oi_1 | 3 | 22.5
buf_2 | 3 | 15.0
nand2_1 | 3 | 11.3
nor2_1 | 2 | 7.51
nor3_1 | 2 | 10.0
a21oi_1 | 1 | 5.00
conb_1 | 1 | 3.75
mux2_2 | 1 | 11.3
nand2b_1 | 1 | 6.26
nand3_1 | 1 | 5.00
nand3b_1 | 1 | 7.51
nand4_4 | 1 | 21.3
nand4b_4 | 1 | 23.8
nor2b_1 | 1 | 6.26
nor4b_2 | 1 | 15.0
o21ai_0 | 1 | 5.00
or3_1 | 1 | 6.26
or3b_1 | 1 | 8.76
xnor2_1 | 1 | 8.76
[cell families (layout without fill, tap and decap cells)]
kind of cell	after synthesis	after routing	synth area share, %
XOR/XNOR	1	1	1.18
AND/OR/NAND/NOR	26	26	41.2
other	1	19	0.505
AND-OR/OR-AND	5	5	4.38
multiplexers	1	1	1.52
buffers and inverters	25	48	24.2
flip-flops	10	10	26.9
[power by group]
| group | internal, mW | switching [mW] | leakage, nW |
|---|---|---|---|
| sequential | 0.210 | 0.000000000499 | 0.0805 |
| clock | 0.0720 | 0.0532 | 0.0138 |
| combinational | 0.0726 | 0.0431 | 0.321 |
[final timing paths]
path              startpoint                  to
setup / recovery     sel[15]  out[27]$_SDFF_PP0_
hold / removal        sel[5]   out[1]$_SDFF_PN0_
Power figures rest on the tool's default switching activity, not on a simulated workload.
